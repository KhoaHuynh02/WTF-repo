### design.v
`timescale 1ns / 1ps
`default_nettype none
module create_block(
    input wire clk_in,   
    input wire rst_in,   
    input wire add_new,   
    input wire [7:0] block_in_8,   
    output logic [15:0][7:0] result_out,   
    output logic valid_out   
);
    typedef enum {ADD_BLOCK_8, OUTPUT} add_round_key_state;
    add_round_key_state state = ADD_BLOCK_8;
    logic [5:0] index = 0;
    logic [15:0][7:0] internal_block;
    always_ff @(posedge clk_in) begin
        if (rst_in) begin
            index <= 0;
            result_out <= 128'b0;
            state <= ADD_BLOCK_8;
        end else begin
            case (state)
                ADD_BLOCK_8: begin
                    if (index == 16) begin
                        result_out <= internal_block;
                        valid_out <= 1;
                        state <= OUTPUT;
                    end else if (add_new) begin
                        internal_block[index] <= block_in_8;
                        index <= index + 1;
                    end
                end
                OUTPUT: begin
                    index <= 0;
                    valid_out <= 0;
                    state <= ADD_BLOCK_8;
                end
            endcase
        end
    end
endmodule
`default_nettype wire
### run.sh
#!/bin/bash
# OpenROAD 26Q1-2900-gdf79404cd8, Yosys 0.63+post, stock flow scripts
make -C /OpenROAD-flow-scripts/flow DESIGN_CONFIG=/design/flow/config.mk WORK_HOME=/design/flow/orfs finish
### config.mk
export PLATFORM = sky130hd
export DESIGN_NAME = create_block
export DESIGN_NICKNAME = create_block
export VERILOG_FILES = /design/flow/design.v
export SDC_FILE = /design/flow/constraint.sdc
export NUM_CORES = 4
export LEC_CHECK = 1
export CORE_UTILIZATION = 30
### constraint.sdc
current_design create_block

set clk_period 15.7
set clk_io_pct 0.2

create_clock -name clk0 -period $clk_period [get_ports {clk_in}]

set non_clock_inputs [all_inputs -no_clocks]
set_input_delay [expr $clk_period * $clk_io_pct] -clock clk0 $non_clock_inputs
set_output_delay [expr $clk_period * $clk_io_pct] -clock clk0 [all_outputs]
==> results.cfg <==
; yosys + openroad results
[sta]
finalWorstPathRequiredPeriod_ns = 5.784
maxClockFrequency_ghz = 0.1729
fin_tns_setup_ns = 0
grt_setup_unrepaired = no
report.final.slew_viol_count = 0
transition_time_at_the_pin_with_the_least_slew_margin_ns = 0.8354
max_slew_margin = 0.4419
report.final.hold_viol_count = 0
timing.clock.skew_ns = 0.007476
worst_hold_slack_ns = 0.4528
setup_violations = 0
min_period_over_period = 0.3684

[logic_synthesis]
netlist_area_um2 = 10420
postSynthCellCount = 914
synth.distinct_cells = 37
yosys_cells = 914
top_cells_by_area = sky130_fd_sc_hd__edfxtp_1, sky130_fd_sc_hd__dfxtp_1, sky130_fd_sc_hd__mux2_2
top_cell_area_share = 0.3716
enable_flop_cells = 129
ys_seq_share = 0.6309
yosys.area.top_type = sky130_fd_sc_hd__edfxtp_1
synthArstFlopShare = 0
ys_warn_count = 1
synth.ff_latch_count = 264
synth.avg_cell_area_um2 = 11.40
ys_area_um2 = 10420
most_instantiated_flip_flop_cell_in_the_synthesis_netlist = sky130_fd_sc_hd__dfxtp_1

[floorplan]
io-pin-count = 140
chipArea_um2 = 35490
floorplan.rows = 67
die_span_x_um = 188.4
fp_util = 0.3078
floorplan.core_area_um2 = 33870
die-height_um = 188.4

[detailed_routing]
final_antenna_net_count = 0
drc = 0
route.vias.total = 7041
wl_per_cell_um = 16.51
drt_first_pass_iters = 5
via_per_inst = 4.660
drt-initial-drc-count = 320
detail_route.wirelength_mm = 24.94

[hold_path]
min_from = result_out[36]
hold_path_depth = 2
timing.hold.worst_endpoint = result_out[36]
hold_class = flop to flop

[worst_setup_path]
cp_data_arrival_time_ns = 5.94
critPathSlowestCell = sky130_fd_sc_hd__buf_4
data_required_critical_path_ns = 15.86
crit_family = buffers and inverters
setup.reg_to_reg.worst_slack_ns = 11.98
path_class = input port to flop
start_kind = input port
crit_fanout = 62
path_cells = clkdlybuf4s50_1 -> nand2_1 -> nor2_4 -> buf_4 -> buf_4
crit_path_frequent_cell = sky130_fd_sc_hd__buf_4
critical-path-max-stage-delay_ns = 0.73
worstRegToRegCells = 7
ff_to_ff_start = index[0]
critPathCaptureType = flop
worst_r2r_endpoint = internal_block[86]
worst-path-buf-inv = 3

[grt]
global_route.usage.total = 0.1491
globalRouteOverflowTotal = 0
initial_antenna_violation_count = 0
vias_in_the_first_global_route = 7108
first_pass_grt_wire_length_mm = 39.87
grt_start_max_net_pins = 72

[cts]
cts_buffers = 28
tritoncts_num_sinks = 264
cts.repair.resized = 0
cts.reportedPaths.clkPinSlew_ns = 0.06
clock_insertion_delay_worst_skew_ns = 0.53
cts_root_buffer = sky130_fd_sc_hd__clkbuf_16
postCtsSetupBuffers = 0
htree_num_levels = 1
cts_max_path_bufs = 3
cts_tree = built
cts_hold_repair.buffers = 0

[power_and_ir_drop]
p_per_area_nw_per_um2 = 110.3
irDropWorstVdd_mv = 0.07984
static-leakage-power_nw = 4.228

[status]
status = finished, final reports clean

[cells_and_area]
syn_to_final_growth_pct = 26.48
final-seq-area_um2 = 6576
final_cell_count_no_fill = 1511
highest_count_logic_cell_in_the_final_layout = sky130_fd_sc_hd__nand2_1
drive_gt1_frac = 0.1827
layout.filler_cells = 3225
most-common-layout-cells = sky130_fd_sc_hd__nand2_1, sky130_fd_sc_hd__clkdlybuf4s50_1, sky130_fd_sc_hd__dfxtp_1
layout.area.comb_um2 = 3596

[flow_run]
warnings = 26
drv_cap = 0

[placement]
routabilityCongestion = 0.7975
detailedPlacementHpwl_mm = 15.29
io_buffer_count = 139
numPlacedInstances = 1458
worst min-delay path, stage by stage, from the launching register on:
cell and delay [ns]:
sky130_fd_sc_hd__dfxtp_1 0.31, sky130_fd_sc_hd__nand2_1 0.05, sky130_fd_sc_hd__a21oi_1 0.05
worst max-delay path by stage:
| stage | from | to | slack [ns] | depth (start not counted) |
|---|---|---|---|---|
| 5_1_grt | add_new | internal_block[16] | 9.74 | 5 |
| 6_report | add_new | internal_block[86] | 9.92 | 5 |
| 4_1_cts | add_new | internal_block[86] | 9.93 | 5 |
Yosys cell counts, types with 4 or more instances:
library cell                 n
sky130_fd_sc_hd__a21oi_1   130
sky130_fd_sc_hd__mux2_1      5
sky130_fd_sc_hd__nand2_1   265
sky130_fd_sc_hd__nor2b_1     5
sky130_fd_sc_hd__nand3_1     7
sky130_fd_sc_hd__nor2_4      4
sky130_fd_sc_hd__edfxtp_1  129
sky130_fd_sc_hd__xnor2_1     4
sky130_fd_sc_hd__buf_2      17
sky130_fd_sc_hd__clkbuf_1   39
sky130_fd_sc_hd__inv_1       6
sky130_fd_sc_hd__nor2_1     10
sky130_fd_sc_hd__dfxtp_1   135
sky130_fd_sc_hd__mux2_2    123
per-stage QoR:
step	instance area [um^2]	power, mW	utilization	setup WS [ns]
floorplan	10420	0.7984	-	6.178
global placement	12260	0.8156	0.3619	9.390
detailed placement	12260	0.8170	0.3619	9.366
CTS	13180	1.472	0.3892	9.934
global route	13180	1.505	0.3892	9.737
finish	13180	1.455	0.3893	9.916
routing by layer:
layer,up-vias,GRT usage,wire length (um)
met5,-,0,0
met4,0,0.02295,352
met3,29,0.03974,1678
met2,209,0.2135,10540
met1,3376,0.2409,12370
li1,3427,-,-
state kept, by name, summed over array words and instances, names as in the netlist:
name	cells
index	6
result_out	128
state	1
internal_block	128
valid_out	1
cell type report:
class	count	area share
flip-flops and latches	264	0.4988
multi-input cells	586	0.2728
repair buffers	154	0.1139
clock buffers	42	0.06254
well taps	448	0.04252
clock inverters	10	0.007592
inverters	6	0.001708
diodes	1	0.0001898
cells by family (layout without fill, tap and decap cells):
group                    Yosys count  count (layout)  synth area share
adder cells (fa/ha/maj)            3               3          0.003601
multiplexers                     130             130            0.1402
flip-flops                       264             264            0.6309
AND/OR/NAND/NOR                  309             309            0.1224
AND-OR/OR-AND                    137             137           0.07118
buffers and inverters             64             212           0.02581
other                              0               1                 0
XOR/XNOR                           7               7          0.005882
where the power goes:
group	switching, mW	leakage, nW	internal (mW)
clock	0.259	0.454	0.394
combinational	0.0356	1.48	0.0210
sequential	0.00692	2.30	0.738
total	0.302	4.23	1.15
Power figures rest on the tool's default switching activity, not on a simulated workload.
